**flow/run.sh**
```bash
#!/bin/bash
# OpenROAD 26Q1-2900-gdf79404cd8, Yosys 0.63+post, stock flow scripts
make -C /OpenROAD-flow-scripts/flow DESIGN_CONFIG=/design/flow/config.mk WORK_HOME=/design/flow/orfs finish
```
**flow/config.mk**
```make
export PLATFORM = sky130hd
export DESIGN_NAME = FilterN
export DESIGN_NICKNAME = FilterN
export VERILOG_FILES = /design/flow/design.v
export SDC_FILE = /design/flow/constraint.sdc
export NUM_CORES = 4
export LEC_CHECK = 1
export CORE_UTILIZATION = 30
```
**flow/constraint.sdc**
```tcl
current_design FilterN

set clk_period 1.2
set clk_io_pct 0.2

create_clock -name clk0 -period $clk_period [get_ports {clk}]

set non_clock_inputs [all_inputs -no_clocks]
set_input_delay [expr $clk_period * $clk_io_pct] -clock clk0 $non_clock_inputs
set_output_delay [expr $clk_period * $clk_io_pct] -clock clk0 [all_outputs]
```
**flow/design.v**
```verilog
module Filter1 # (
	parameter FILTER_WIDTH = 2       
) (
    input  wire in,    
    output wire  out,   
    input wire clk,    
    input wire aclr    
);
    localparam FLT_DEFAULT = {FILTER_WIDTH{1'b1}};
    reg [FILTER_WIDTH - 1:0] in_buf = FLT_DEFAULT;
    assign out = (in_buf > 0) ? 1'b1 : 1'b0;
    always @ (posedge clk or posedge aclr) begin : in_filter
        if (aclr) begin
            in_buf <= FLT_DEFAULT;
        end
        else begin
        	if (in == 1'b1) begin
        		in_buf <= FLT_DEFAULT;
            end
        	else begin
        		if (in_buf > 0) begin
        			in_buf <= in_buf - 1;
        		end
        	end
        end
    end
endmodule
module FilterN # (
    parameter NUM_SIGNALS  = 16,     
    parameter FILTER_WIDTH = 2       
) (
    input  wire [NUM_SIGNALS - 1:0] in,    
    output wire  [NUM_SIGNALS - 1:0] out,   
    input wire clk,      
    input wire aclr      
);
    generate
        genvar i;
    	for(i = 0; i < NUM_SIGNALS; i = i + 1) begin : F
    		Filter1 # (.FILTER_WIDTH(FILTER_WIDTH)) f (in[i], out[i], clk, aclr);
    	end
    endgenerate
endmodule
```
==> results.json <==
{
  "status": "complete, but fails checks",
  "violations": "setup timing",
  "critPathCaptureType": "primary output",
  "cts_root_buf": "clkbuf_8",
  "relSlewSlack_pct": 88.0,
  "holdWs_ns": 0.516,
  "grt_usage_pct": 9.61,
  "layout.cells.non_filler": 322,
  "rsz0062_at_grt": "yes",
  "design_area_um2": 2820,
  "hp-class": "in2reg",
  "fin_ws_ns": -0.160,
  "die_area_um2": 6600,
  "crit_family": "flip-flops",
  "syn_area_um2": 1880,
  "slew_violations": 0,
  "ys_types": 9,
  "synth_seq_share_pct": 44.7,
  "vdd_drop_max_uv": 567,
  "warnings": 27,
  "hpwl_um": 1810,
  "die_width_um": 81.2,
  "hold_viol": 0,
  "crit_slowest_cell": "dfstp_2",
  "cts_tree": "done",
  "layout-drive-gt1-share_pct": 66.8,
  "avgRoutedWirePerCell_um": 8.76,
  "yosysChipArea_um2": 1880,
  "dp_slack_ns": -0.302,
  "core_area_um2": 5990,
  "synth_cells": 190,
  "min_to": "F[2].f.in_buf[0]",
  "worstMarginPinSlew_ns": 0.179,
  "io-pin-count": 34,
  "fmax_mhz": 735,
  "drt_wl_total_um": 2820,
  "r2r_start": "F[0].f.in_buf[0]",
  "grt_pass1_vias": 1133,
  "fp_util_pct": 31.4,
  "dp_cells": 313,
  "worst_path_most_repeated_cell": "inv_2",
  "r2r_cells": 4,
  "start_kind": "flop",
  "synth-seq-cells": 32,
  "antenna_found_initial": 0,
  "grt_max_degree": 33,
  "path_cells": "inv_2 > ha_4 > inv_2 > buf_2",
  "reg_top3": "F.f.in_buf (32)",
  "yosysTopAreaCell": "dfstp_2",
  "crit_arrival_ns": 1.12,
  "grt_pass1_wl_um": 4880,
  "crit_required_ns": 0.96,
  "gp_congestion": 0.676,
  "maxCapViolCount": 0,
  "path_buffers": 3,
  "cts_sinks": 32,
  "place_area_um2": 2430,
  "holdPathStages": 2,
  "worstHoldStart": "in[2]",
  "p_leak_nw": 1.27,
  "clkTransAtPathRegs_ns": 0.06,
  "path_max_fanout": 2,
  "setup.worst_path.class": "reg2out",
  "largest_reg_flops": 32,
  "setup_viol": 19,
  "holdBufCountCts": 0,
  "p_per_area_nw_per_um2": 1570,
  "reg2reg_to": "F[0].f.in_buf[1]",
  "dieHeight_um": 81.2,
  "num_antenna_cells": 0,
  "r2r_slack_ns": -0.02,
  "finalCritPeriodShare_pct": 113,
  "htree_num_levels": 2,
  "route.detailed.drc": 0,
  "yosysWarnings": 1,
  "finalPower_w": 0.00442,
  "ant_nets": 0,
  "port_buffers": 33,
  "dr.pass1.iters": 3,
  "syn_avg_cell_area_um2": 9.91,
  "gr-total-overflow": 0,
  "fin_skew_ns": 0.000350,
  "top_area_share_pct": 44.7,
  "cts_buffers": 5,
  "area_delta_synth_final_pct": 49.6,
  "cts_buffer_depth": 2,
  "synth_stat.cells": 190,
  "viasPerCell": 3.88,
  "vias": 1250,
  "num_rows": 28,
  "finalCriticalPeriod_ns": 1.36,
  "top_register": "F.f.in_buf",
  "top_cells_by_area": "dfstp_2, nand2b_1, ha_1, inv_1, xor2_1",
  "drtIter0Drc": 14,
  "slowest_delay_ns": 0.54,
  "clock_latency_ns": 0.27
}
-- cell usage in the layout, fill, tap and decap left out, drive strengths merged --
| cell | netlist | layout |
|---|---|---|
| a21o | 13 | 13 |
| dfstp | 32 | 32 |
| inv | 49 | 49 |
| buf | 16 | 49 |
| nand2b | 42 | 42 |
| clkdlybuf4s50 | 0 | 17 |
| a211o | 3 | 3 |
| clkbuf | 0 | 7 |
| ha | 16 | 16 |
| xor2 | 16 | 16 |
| nor2 | 3 | 3 |
-- logic make-up (layout without fill, tap and decap cells) --
group | Yosys count | after routing | synth area share [%]
buffers and inverters | 65 | 122 | 16.1
and+or+nand+nor | 45 | 45 | 14.6
DFF | 32 | 32 | 44.7
adders and majority gates | 16 | 16 | 10.6
AOI/OAI and AO/OA | 16 | 16 | 6.58
xor gates and xnor gates | 16 | 16 | 7.44
-- where the power goes --
group	internal, W	switching, W	total, W
Clock	0.000510	0.000364	0.000874
Combinational	0.00116	0.000740	0.00190
Sequential	0.00150	0.000149	0.00165
Total	0.00317	0.00125	0.00442
-- cell type report --
| type | count | area, um^2 |
|---|---|---|
| well taps | 75 | 93.8 |
| repair buffers | 66 | 567 |
| flip-flops and latches | 32 | 841 |
| inverters | 49 | 184 |
| clock buffers | 7 | 96.3 |
| fillers | 521 | 3170 |
| multi-input cells | 93 | 1040 |
-- through the flow --
stage	TNS (ns)	utilization, %
finish	-2.48	47.0
global route	-3.86	47.0
CTS	-2.72	46.2
detailed placement	-5.44	40.6
global placement	-5.30	40.6
floorplan	0	-
-- cell usage after synthesis --
library cell and count:
inv_1 49, nand2b_1 42, dfstp_2 32, buf_4 16, ha_1 16, xor2_1 16
a21o_1 13, a211o_1 3, nor2_1 3
-- worst max path at each step --
stage                 slack [ns]     end             start  depth (start not counted)
after CTS                  -0.18  out[7]  F[7].f.in_buf[0]                          4
after global routing       -0.24  out[0]  F[0].f.in_buf[0]                          4
final                      -0.16  out[1]  F[1].f.in_buf[0]                          4
-- worst register-to-register path, stage by stage, from the launching register on --
cell,delay (ns)
dfstp_2,0.54
inv_2,0.04
ha_4,0.15
buf_4,0.14
a211o_1,0.28
-- metal layers --
metal,wire length [um],vias up,track usage [%]
li1,-,655,-
met1,1430,565,15.1
met2,1190,23,13.7
met3,163,7,2.85
met4,47,0,1.43
met5,0,-,0
-- what timing repair did --
item	CTS	global route
endpoints found under the setup margin	35	36
gates resized	145	16
buffers inserted	6	7
pin swaps	29	22
Power and IR drop assume default switching activity.
