`flow/config.mk`:
```
export PLATFORM = sky130hd
export DESIGN_NAME = Filter
export DESIGN_NICKNAME = Filter
export VERILOG_FILES = /design/flow/design.v
export SDC_FILE = /design/flow/constraint.sdc
export NUM_CORES = 4
export LEC_CHECK = 1
export CORE_UTILIZATION = 30
```
`flow/constraint.sdc`:
```
current_design Filter

set clk_period 1.6
set clk_io_pct 0.2

create_clock -name clk0 -period $clk_period [get_ports {clk}]

set non_clock_inputs [all_inputs -no_clocks]
set_input_delay [expr $clk_period * $clk_io_pct] -clock clk0 $non_clock_inputs
set_output_delay [expr $clk_period * $clk_io_pct] -clock clk0 [all_outputs]
```
`flow/design.v`:
```
module Filter # (
    parameter NUM_SIGNALS  = 16,     
    parameter FILTER_WIDTH = 2       
) (
    input  wire [NUM_SIGNALS - 1:0] in,    
    output reg  [NUM_SIGNALS - 1:0] out,   
    input wire clk,          
    input wire aclr          
);
    localparam OUT_DEFAULT = {NUM_SIGNALS{1'b1}}; 
    localparam FLT_DEFAULT = {FILTER_WIDTH{1'b1}};
    reg [FILTER_WIDTH - 1:0] icom_buf [NUM_SIGNALS - 1:0];
    initial begin
        for(int i = 0; i < 16; i = i + 1) begin
            icom_buf[i] <= FLT_DEFAULT;
        end
        out <= OUT_DEFAULT;
    end
    always @ (posedge clk or posedge aclr) begin : com_in_filter
        if (aclr) begin
            for(int i = 0; i < 16; i = i + 1) begin
                icom_buf[i] <= FLT_DEFAULT;
            end
            out <= OUT_DEFAULT;
        end
        else begin
            for(int i = 0; i < 16; i = i + 1) begin
                if (in[i] == 1'b1) begin
                    icom_buf[i] <= FLT_DEFAULT;
                end 
                else begin 
                    if (icom_buf[i] > 0) begin
                        icom_buf[i] <= icom_buf[i] - 1'b1;
                    end
                end
                out[i] <= (icom_buf[i] == 0) ? 1'b0 : 1'b1; 
            end
        end
    end
endmodule
```
`flow/run.sh`:
```
#!/bin/bash
# OpenROAD 26Q1-2900-gdf79404cd8, Yosys 0.63+post, stock flow scripts
make -C /OpenROAD-flow-scripts/flow DESIGN_CONFIG=/design/flow/config.mk WORK_HOME=/design/flow/orfs finish
```
==> run summary <==
Physical design

The run finished with clean final reports. Per the repair_timing log after CTS, setup buffers inserted total 0. The final setup skew stands at 0.00563 ns. In the final timing run, aggregate negative setup slack is 0 ns.

TritonRoute output was used to compute an average wire per cell of 8.47 um. The via total after detailed routing stands at 1215. Clock-pin slew was measured on the worst setup and hold paths at 0.09 ns. The main area contributors are sky130_fd_sc_hd__dfstp_2 60%, sky130_fd_sc_hd__ha_1 9.5%, sky130_fd_sc_hd__inv_1 8.7%.

The highest clock rate this design can be run at is 751 MHz. The kind of cell with the highest combined delay along the critical path is flip-flops. The highest fanout seen on the critical path stands at 1. The max-slew violation count stands at 0.

The number of buffers inserted by port buffering stands at 33. Setup repair after global routing left no endpoint under its margin. The number of buffers and inverters on the critical path is 1. The number of antenna violations at the first check in global routing came to 0. The layout filler cell count stands at 641.

The synthesized netlist occupies a cell area of 2110 um^2. The count of endpoints failing setup in the final report stands at 0. After synthesis, the most frequently instantiated cells are 49 x sky130_fd_sc_hd__inv_1, 48 x sky130_fd_sc_hd__dfstp_2, 22 x sky130_fd_sc_hd__nand2b_1. The proportion of layout cells with a drive suffix above 1 stands at 26.0%.

The floorplan step records an initial core utilization of 31.0%. In this run, the synthesized area fraction spent on and/or/nand/nor cells is recorded as 8.84%. The tool warning count for the run is 25. Once layout is done, the placed cells without fillers occupy 2710 um^2. Clock tree synthesis selected as its root buffer the cell sky130_fd_sc_hd__clkbuf_8.

sky130_fd_sc_hd__inv_1 is the most common cell in the netlist. For reference, the post-synthesis area per instance comes to 11.7 um^2. The core area stands at 6790 um^2. The area taken by multi-input combinational cells is reported as 663 um^2. The report lists the number of standard-cell rows as 30.

The total overflow left after global routing is 0. The repair_antennas step left the layout with diodes totalling 0. The critical path in this run is classified as reg -> out. The number of global-route vias before repair came to 1164. For reference, the critical path is launched at out[13].

The data arrival time reported for the critical path is 1.01 ns. The cell-mix breakdown from Yosys lists the compound-gate area share as 6.47%. The worst hold path belongs to the class in -> async. Per the OpenROAD power report, leakage power amounts to 0.00133 uW.

The area fraction in xor and xnor cells stands at 6.65%. Looking at the power breakdown, sequential logic takes 51.9% of the total. The synthesis report gives the async set-or-reset register share as 100%. The synthesis report names the predominant flop master as sky130_fd_sc_hd__dfstp_2. The number of clock sinks stands at 48. The transition time recorded at the tightest slew-check pin is 0.208 ns. The highest metal layer carrying signal wires in the routed design is met4. The worst register-to-register path has a setup slack of 0.39 ns.

No sink is reached through more buffers than the 2 on the longest clock path. The clock network accounts for 24.3% of the total power. The number of cells on the worst reg-to-reg path is 4. The number of flip-flops and latches in the synthesized netlist stands at 48. The maximum number of pins on one net before global-route repair stands at 33. The time the final worst path needs with I/O delays and setup stands at 1.33 ns. The DRC violation total after the first TritonRoute iteration stands at 80. The worst setup path is launched from a flip-flop. The share of synthesized area in the top cell type comes to 59.8%.

The data required time reported for the critical path is 1.28 ns. The first TritonRoute pass finished after 3 iterations. In the final layout, flip-flops and latches occupy 1260 um^2. The total placed instance area stands at 2590 um^2.

The slowest stage of the critical path belongs to the cell sky130_fd_sc_hd__dfstp_2. Walking the worst path, the cells encountered are dlygate4sd2_1. The power per unit of standard cell area stands at 1300 nW/um^2. TritonCTS built the clock tree. The wire length of the first global-routing pass stands at 4950 um.

Per the timing report, the most critical flop-to-flop path originates at icom_buf[3][0]. The worst slack on hold paths stands at 0.551 ns. Summing the areas of all fa, ha and maj instances in the mapped netlist gives 9.50% of the synthesized area. According to the floorplan report, the die width is 85.8 um. Routability-driven placement finished with a final weighted congestion of 0.748.

The post-synthesis cell count from yosys stands at 180. The yosys-reported design area after synthesis stands at 2110 um^2. The post-layout period usage of the worst path stands at 83.2%. The reported net switching power stands at 900 uW.

The relative area change from synthesis to final layout stands at 28.4%. The endpoint identified for the worst register-to-register timing path is icom_buf[3][1]. The sequential-to-total area share from yosys stat stands at 59.8%. The average vias per placed instance stands at 3.81. Power comes to 3510 uW. After detailed routing, the number of remaining DRC violations is 0. sky130_fd_sc_hd__dfstp_2 takes more of the synthesized area than any other cell. Global routing used 8.63% of the available tracks. The final hold violation count recorded for this run is 0.

The internal power of the cells totals 2610 uW. Detailed placement finished with a half-perimeter wire length of 1870 um. The die height stands at 85.8 um. The total die area stands at 7370 um^2. Per the post-synthesis report, the number of cells in the design is 180.

In the per-layer summary, the met1 wirelength comes to 1340 um. The distinct cell type count after synthesis stands at 8. The clock network latency to the later pin of the worst-skew pair stands at 0.29 ns. CTS built an H-tree with a depth of 2. The routed design uses 1160 um of met2 wire. Summed over all nets, wire length on met3 after detailed routing comes to 157 um. Summing all multiplexer cells gives an area fraction of 0%.

In this run, CTS created clock tree buffers numbering 5. 34 I/O pins were placed. Yosys shows that the main logic family after synthesis is adder cells. The detail route stage leaves a number of antenna-violating nets equal to 0. The worst setup path is captured at a primary output. In this run the VDD rail shows a maximum IR drop of 0.544 mV. The number of synthesized flops with an enable pin stands at 0. Yosys printed 2 warnings. Net switching is 25.7% of the power.

The number of max-cap violations stands at 0. The largest stage delay on the critical path stands at 0.52 ns. The final layout contains routed wiring with a total length of 2700 um. The combinational share of power stands at 23.8%. The max-slew check reports its worst relative slack as 86.1%.
==> worst register-to-register path, stage by stage, from the launching register on <==
cell                      delay (ns)
sky130_fd_sc_hd__dfstp_2        0.54
sky130_fd_sc_hd__inv_1          0.04
sky130_fd_sc_hd__ha_1           0.26
sky130_fd_sc_hd__nor2_1         0.04
sky130_fd_sc_hd__a211o_1        0.26
==> registers in the layout, summed over array words and instances, names as in the netlist <==
| register | cells |
|---|---|
| icom_buf | 32 |
| out | 16 |
==> repair_timing <==
action / CTS / global route
setup endpoints to repair: 7 / 9
hold buffers: 0 / 0
pin swaps: 0 / 0
gates resized: 7 / 9
==> stage by stage <==
| step | setup slack (ns) | std cells | utilization, % |
|---|---|---|---|
| after floorplan | 0.429 | 180 | - |
| final | 0.269 | 319 | 39.9 |
| after global routing | 0.214 | 319 | 39.9 |
| after CTS | 0.000121 | 319 | 39.5 |
| after detailed placement | 0.326 | 311 | 38.1 |
| after global placement | 0.328 | 311 | 38.1 |
==> cell families (layout without fill, tap and decap cells) <==
kind of cell	after synthesis	in the layout
buffers and inverters	49	92
adders and majority gates	16	16
AOI/OAI and AO/OA	16	16
xor gates and xnor gates	16	16
and+or+nand+nor	35	35
DFF	48	48
==> metal layers <==
layer	track usage [%]	vias up
li1	-	628
met1	12.8	557
met2	13.2	23
met3	2.64	7
met4	1.52	0
met5	0	-
==> area by class of cell <==
| class | count | area share [%] |
|---|---|---|
| flip-flops and latches | 48 | 46.6 |
| multi-input cells | 83 | 24.5 |
| repair buffers | 35 | 13.7 |
| inverters | 49 | 6.79 |
| well taps | 96 | 4.44 |
| clock buffers | 6 | 2.68 |
| clock inverters | 2 | 1.29 |
==> power by group through the flow <==
stage	clock network, uW	registers [uW]	logic (uW)
finish	854	1820	835
CTS	914	1820	865
global route	961	1860	1000
==> placed cells by master (no fill, tap or decap), drive strengths merged <==
master and instances:
inv 49, dfstp 48, nand2b 22, clkdlybuf4s50 17
xor2 16, ha 16, nor2 13, a211o 13
dlymetal6s2s 9, dlygate4sd2 7, clkbuf 6, a21o 3
buf 2, bufinv 1, clkinv 1
==> worst max path at each step <==
stage,to,cells past startpoint
after CTS,out[2],1
after global routing,out[1],1
final,out[13],1
Power and IR drop assume default switching activity.
