File: ./design.v
module BskPRM (
    inout  wire [15:0] bD,       
    input  wire iRd,             
    input  wire iWr,             
    input  wire iRes,            
    input  wire iBl,             
    input  wire iKEnable,        
    input  wire [1:0] iA,        
    input  wire [3:0] iCS,       
    input  wire  unit,           
    input  wire [15:0] iComT,    
    output wire [15:0] oCom,     
    output wire [15:0] oComInd,  
    output wire oCS,             
    output wire oEnable,         
    output wire [15:0] debug     
);
    localparam [5:0] VERSION = 7'h31;   
    localparam [3:0] CS = 4'b0111;
    localparam [7:0] UNIT_CODE = 8'hA6; 
    localparam [7:0] ENABLE  = 8'hE1; 
    reg [15:0] com = 16'hFFFF;
    reg [1:0] com_err = 2'b11;
    reg [15:0] com_ind = 16'h0000;
    reg [7:0] control = 8'h00;  
    wire [15:0] data_bus;
    wire [7:0] unit_code  = UNIT_CODE + unit; 
    initial begin
    end
    assign aclr = !iRes;    
    wire cs = (iCS == {CS[3:2], !unit, CS[0]});    
    assign bl = (iBl || aclr);
    assign enable  = (control == ENABLE);
    assign oEnable = !enable || bl; 
    assign oCS = !cs;
    assign oComInd = ~com_ind;
    assign oCom = (com_err || bl) ? 16'hFFFF : com;
    assign data_bus =   (iA == 2'b00) ? iComT : 
                        (iA == 2'b01) ? com : 
                        (iA == 2'b10) ? 16'h0000 :
                                        {unit_code, VERSION, iKEnable, enable};
    assign bD = (iRd || !cs) ? 16'bZ : data_bus; 
    assign debug = 16'h0000;
    always @ (posedge iWr or posedge aclr) begin : data_write
        if (aclr) begin
            control <=  8'h00;
            com <= 16'h0000;
            com_err <= 2'b11;
            com_ind <= 16'h0000;    
        end
        else if (cs && iWr) begin
            case (iA)
                2'b00: begin 
                    com[3:0] <= bD[7:4];
                    com[7:4] <= bD[15:12];  
                    com_err[0] <= !({bD[11:8], bD[3:0]} == ~{bD[15:12], bD[7:4]});  
                end
                2'b01: begin
                    com[11:8] <= bD[7:4];
                    com[15:12] <= bD[15:12];
                    com_err[1] <= !({bD[11:8], bD[3:0]} == ~{bD[15:12], bD[7:4]}); 
                end
                2'b10: begin
                    com_ind <= bD;
                end
                2'b11: begin 
                    control <= bD[7:0];
                end
            endcase
        end
    end
endmodule
File: ./run.sh
#!/bin/bash
# OpenROAD 26Q1-2900-gdf79404cd8, Yosys 0.63+post, stock flow scripts
make -C /OpenROAD-flow-scripts/flow DESIGN_CONFIG=/design/flow/config.mk WORK_HOME=/design/flow/orfs finish
File: ./config.mk
export PLATFORM = sky130hd
export DESIGN_NAME = BskPRM
export DESIGN_NICKNAME = BskPRM
export VERILOG_FILES = /design/flow/design.v
export SDC_FILE = /design/flow/constraint.sdc
export NUM_CORES = 4
export LEC_CHECK = 1
export CORE_UTILIZATION = 50
File: ./constraint.sdc
current_design BskPRM

set clk_period 4.6
set clk_io_pct 0.2

create_clock -name clk0 -period $clk_period [get_ports {iWr}]

set non_clock_inputs [all_inputs -no_clocks]
set_input_delay [expr $clk_period * $clk_io_pct] -clock clk0 $non_clock_inputs
set_output_delay [expr $clk_period * $clk_io_pct] -clock clk0 [all_outputs]
==> impl_metrics.tcl <==
# yosys + openroad results
set metrics [dict create \
    die_w_um 69.5 \
    num_io_pins 94 \
    stop_error "[error] [KeplerFormal.cpp:679] Workflow failed: Iso has multiple drivers: .bD4, _179_.Y0" \
    edf_count 0 \
    rows 24 \
    numSynthFlops 42 \
    cts-hold-fix-buffers 0 \
    gp_congestion 0.837 \
    syn_avg_cell_area_um2 9.57 \
    syn_inst 238 \
    synthArstFlopShare_pct 100 \
    ys_chip_area_um2 2280 \
    yosys_warnings 5 \
    synth_cell_types 39 \
    ctsResizeCount 0 \
    haltStage "4_1_cts" \
    yosys_cells 238 \
    syn_area_um2 2280 \
    postCtsSetupRepairBufs 0 \
    outcome "aborted with a tool error" \
    ys.flop_type "dfrtp_1" \
    dieHeight_um 69.5 \
    io_buffers 60 \
    core_util_floorplan_pct 52.3 \
    hpwl_um 3490 \
    ys_seq_share_pct 46.2 \
]
==> synthesized netlist by cell type (2+ instances only) <==
master,n,area (um^2)
mux2i_1,7,70.1
nor2_1,29,109
nand2b_1,17,106
inv_1,17,63.8
nand2_1,21,78.8
buf_2,6,30.0
or2_2,4,25.0
a32oi_1,3,26.3
mux2_2,14,158
buf_4,16,120
xor2_1,11,96.3
nand3_1,2,10.0
dfstp_2,2,52.6
nor2b_1,6,37.5
dfrtp_1,40,1000
a22o_1,2,17.5
a21oi_1,2,10.0
o21ai_0,11,55.1
nand3b_1,2,15.0
clkbuf_1,7,26.3
==> cell families after synthesis <==
kind of cell / Yosys count / synth area share [%]
and+or+nand+nor: 93 / 21.9
buffers and inverters: 46 / 10.5
DFF: 42 / 46.2
AOI/OAI and AO/OA: 24 / 6.97
muxes: 21 / 9.99
xor gates and xnor gates: 11 / 4.23
other: 1 / 0.165
==> per-stage QoR <==
step	setup WS (ns)	std cells	utilization [%]	instance area [um^2]
3_3_place_gp	1.13	342	65.9	2870
2_1_floorplan	1.64	253	-	2330
3_5_place_dp	1.10	342	65.9	2870
